File: design/flow/run.sh
#!/bin/bash
# OpenROAD 26Q1-2900-gdf79404cd8, Yosys 0.63+post, stock flow scripts
make -C /OpenROAD-flow-scripts/flow DESIGN_CONFIG=/design/flow/config.mk WORK_HOME=/design/flow/orfs finish
File: design/flow/constraint.sdc
current_design memorio

set clk_period 2.0
set clk_io_pct 0.2

create_clock -name clk0 -period $clk_period

set non_clock_inputs [all_inputs -no_clocks]
set_input_delay [expr $clk_period * $clk_io_pct] -clock clk0 $non_clock_inputs
set_output_delay [expr $clk_period * $clk_io_pct] -clock clk0 [all_outputs]
File: design/flow/config.mk
export PLATFORM = sky130hd
export DESIGN_NAME = memorio
export DESIGN_NICKNAME = memorio
export VERILOG_FILES = /design/flow/design.v
export SDC_FILE = /design/flow/constraint.sdc
export NUM_CORES = 4
export LEC_CHECK = 1
export CORE_AREA = 10 10 91 91
export DIE_AREA = 0 0 101 101
File: design/flow/design.v
`timescale 1ns / 1ps
module memorio(
    caddress,
    address,
    memread,
    memwrite,
    ioread,
    iowrite,
    mread_data,
    ioread_data,
    wdata,
    rdata,
    write_data,
    LEDCtrl,
    SwitchCtrl
);
    input[31:0]     caddress;        
    input           memread;	     
    input           memwrite;		 
    input           ioread;			 
    input           iowrite;		 
    input[31:0]     mread_data;		 
    input[15:0]     ioread_data;	 
    input[31:0]     wdata;			 
    output[31:0]    rdata;			 
    output[31:0]    write_data;      
    output[31:0]    address;         
    output          LEDCtrl;		 
    output          SwitchCtrl;      
    reg[31:0]       write_data;
    wire            iorw;
    assign  address = caddress;
    assign  rdata = (memread == 1) ? mread_data : {16'h00, ioread_data[15:0]};
    assign  iorw = (iowrite || ioread);
	assign	LEDCtrl = ((iorw == 1) && (caddress[31:4] == 28'hFFFFFC6)) ? 1'b1:1'b0;
	assign	SwitchCtrl = ((iorw == 1) && (caddress[31:4] == 28'hFFFFFC7)) ? 1'b1:1'b0;
    always @* begin
        if((memwrite == 1) || (iowrite == 1)) 
            begin
                write_data = wdata;
            end 
        else 
            begin
                write_data = 32'hZZZZZZZZ;
            end
    end
endmodule
==> reports/metrics.yaml <==
status: "finished clean"
synth_area_per_cell_um2: 7.62
num_antenna_cells: 0
synth.distinct_cells: 15
grt_pass1_wl_um: 6420
pwr-share-comb_pct: 100.0
dieArea_um2: 10200
top_area_cell: "buf_4"
power.density_nw_per_um2: 181
worstSetupPathType: "input pin to output pin"
yosys_warnings: 2
rows: 29
synthCells: 114
p_leak_nw: 0.786
cp-start-kind: "input pin"
fin_crit_ns: 1.95
dp.cells: 277
crit_chain: "clkdlybuf4s50_1 -> nand4b_1 -> nor4_2 -> and3_1 -> clkdlybuf4s15_1"
nFlopsAndLatches: 0
cp_data_required_time_ns: 1.60
warning_count: 33
cp_top_family: "buffers and inverters"
wirelength_um: 4690
drv_slew: 0
nClkBuffers: 0
worstMarginPinSlew_ns: 0.226
p_sw_w: 0.0000700
ir_drop_mv: 0.102
antenna_found_initial: 0
area_leaders: "buf_4 56%, mux2_2 21%, and2_1 12%"
top_cell_area_share_pct: 56.2
drt_pass1_iterations: 4
wl_per_cell_um: 16.9
port_buffers: 141
hold_viol_final: 0
layout.cells.most_common: "clkdlybuf4s50_1"
fmax_mhz: 513
grt_pass1_vias: 1084
setup_violations: 0
max_cap_viol_count: 0
grtUsageTotal_pct: 7.87
design.core.area_um2: 6350
fin_tns_setup_ns: 0
area.growth.synth_to_final_pct: 130
drive_gt1_share_pct: 15.0
clock_power_share_pct: 0
grt_max_degree: 13
drc: 0
seqPwrFrac_pct: 0
register_area_um2: 0
vias_per_cell: 3.42
relSlewSlack_pct: 84.8
syn-cell-area_um2: 868
final_util_pct: 31.4
slowest_delay_ns: 0.50
hpwl_um: 4270
vias: 947
ant_nets: 0
drt-initial-drc-count: 5
period_used_pct: 97.4
dieWidth_um: 101
fin_cells: 277
critPathMaxFanout: 2
die_height_um: 101
crit_slowest_cell: "clkdlybuf4s50_1"
ys_cells: 114
layout_top_cells: "125 x clkdlybuf4s50_1, 16 x and2_1, 16 x mux2_2, 10 x dlygate4sd2_1, 10 x buf_4"
ys_area_um2: 868
p_sw_share_pct: 19.4
seq_area_frac_synth_pct: 0
hold_class: "input pin to output pin"
rsz0062_at_grt: "false"
fp_util_pct: 13.7
io-pin-count: 214
p_int_w: 0.000291
cts_setup_buffers: 0
arrival_ns: 1.55
worst-path-buf-inv: 2
place.gp.congestion: 0.822
endpoint_kind: "output pin"
overflow: 0
-- cell type report --
| cell class | count | area, um^2 |
|---|---|---|
| Timing Repair Buffer | 153 | 1520 |
| Tap cell | 77 | 96.3 |
| Multi-Input combinational cell | 47 | 378 |
| Fill cell | 643 | 4350 |
-- cell families (layout without fill, tap and decap cells) --
group / Yosys count / in the layout / share of synthesized area (%)
AOI/OAI and AO/OA: 1 / 1 / 0.865
buffers and inverters: 67 / 153 / 57.2
muxes: 16 / 16 / 20.7
and+or+nand+nor: 30 / 30 / 21.2
-- Yosys cell counts, drive strengths merged, types with 2 or more instances --
| library cell | n |
|---|---|
| nand3 | 2 |
| buf | 66 |
| nor2 | 2 |
| and3 | 2 |
| and2 | 16 |
| mux2 | 16 |
| nand4 | 3 |
-- power by group through the flow --
stage	Clock [W]	Sequential (W)	Combinational (W)
after CTS	0	0	0.000370
after global routing	0	0	0.000390
final	0	0	0.000361
-- timing repair --
item,CTS,global route
gates cloned,0,0
resized,18,3
hold buffers,0,0
pin swaps,6,2
endpoints found under the setup margin,34,2
-- per-layer routing --
metal / global-route usage, % / wire length (um) / up-vias
met4: 0.965 / 55 / 0
met1: 8.27 / 1540 / 394
met3: 3.05 / 449 / 12
li1: - / - / 486
met2: 14.7 / 2640 / 55
met5: 0 / 0 / -
-- through the flow --
stage	hold slack, ns	instance area (um^2)	setup WS (ns)	total power (W)
CTS	0.800	1990	0.00422	0.000370
finish	0.800	2000	0.0515	0.000361
global placement	0.800	1990	-0.444	0.000376
detailed placement	0.800	1990	-0.443	0.000372
global route	0.800	2000	0.0000585	0.000390
floorplan	0.866	868	0.630	0.000119
-- final timing paths --
path                          from         end  slack [ns]  cells after the start
worst max-delay path  caddress[15]  SwitchCtrl        0.05                      5
worst min-delay path   caddress[0]  address[0]        0.80                      0
Power and IR drop assume default switching activity.
